**./run.sh**
```bash
#!/bin/bash
# OpenROAD 26Q1-2900-gdf79404cd8, Yosys 0.63+post, stock flow scripts
make -C /OpenROAD-flow-scripts/flow DESIGN_CONFIG=/design/flow/config.mk WORK_HOME=/design/flow/orfs finish
```
**./config.mk**
```make
export PLATFORM = sky130hd
export DESIGN_NAME = exercise1
export DESIGN_NICKNAME = exercise1
export VERILOG_FILES = /design/flow/design.v
export SDC_FILE = /design/flow/constraint.sdc
export NUM_CORES = 4
export LEC_CHECK = 1
export CORE_AREA = 10 10 82 82
export DIE_AREA = 0 0 92 92
export SYNTH_HDL_FRONTEND = slang
```
**./constraint.sdc**
```tcl
current_design exercise1

set clk_period 3.2
set clk_io_pct 0.2

create_clock -name clk0 -period $clk_period

set non_clock_inputs [all_inputs -no_clocks]
set_input_delay [expr $clk_period * $clk_io_pct] -clock clk0 $non_clock_inputs
set_output_delay [expr $clk_period * $clk_io_pct] -clock clk0 [all_outputs]
```
**./design.v**
```verilog
`timescale 1ns/100ps
`default_nettype none
module convert_hex_to_seven_segment (
	input logic [3:0] hex_value,
	output logic [6:0] converted_value
);
always_comb begin
	case(hex_value)
		4'h1: converted_value = 7'b1111001;
		4'h2: converted_value = 7'b0100100;
		4'h3: converted_value = 7'b0110000;
		4'h4: converted_value = 7'b0011001;
		4'h5: converted_value = 7'b0010010;
		4'h6: converted_value = 7'b0000010;
		4'h7: converted_value = 7'b1111000;
		4'h8: converted_value = 7'b0000000;
		4'h9: converted_value = 7'b0011000;
		4'ha: converted_value = 7'b0001000;
		4'hb: converted_value = 7'b0000011;
		4'hc: converted_value = 7'b1000110;
		4'hd: converted_value = 7'b0100001;
		4'he: converted_value = 7'b0000110;
		4'hf: converted_value = 7'b0001110;
		4'h0: converted_value = 7'b1000000;
	endcase
end
endmodule
`timescale 1ns/100ps
`default_nettype none
module exercise1 (
		input logic[17:0] SWITCH_I,                
		output logic[6:0] SEVEN_SEGMENT_N_O[7:0],  
		output logic[8:0] LED_GREEN_O,             
		output logic[17:0] LED_RED_O               
);
logic [3:0] ms_value;  
logic [3:0] ls_value;  
logic [3:0] value3, value2, value1, value0;  
logic [6:0] value3_7_segment, value2_7_segment, value1_7_segment, value0_7_segment;
convert_hex_to_seven_segment unit0 (
	.hex_value(value0), 
	.converted_value(value0_7_segment)
);
convert_hex_to_seven_segment unit1 (
	.hex_value(value1), 
	.converted_value(value1_7_segment)
);
convert_hex_to_seven_segment unit2 (
	.hex_value(value2), 
	.converted_value(value2_7_segment)
);
convert_hex_to_seven_segment unit3 (
	.hex_value(value3), 
	.converted_value(value3_7_segment)
);
always_comb begin
	ms_value = 4'h0;
	if (SWITCH_I[1]) ms_value = 4'h1;
	if (SWITCH_I[2]) ms_value = 4'h2;
	if (SWITCH_I[3]) ms_value = 4'h3;
	if (SWITCH_I[4]) ms_value = 4'h4;
	if (SWITCH_I[5]) ms_value = 4'h5;
	if (SWITCH_I[6]) ms_value = 4'h6;
	if (SWITCH_I[7]) ms_value = 4'h7;
	if (SWITCH_I[8]) ms_value = 4'h8;
	if (SWITCH_I[9]) ms_value = 4'h9;
	if (SWITCH_I[10]) ms_value = 4'hA;
	if (SWITCH_I[11]) ms_value = 4'hB;
	if (SWITCH_I[12]) ms_value = 4'hC;
	if (SWITCH_I[13]) ms_value = 4'hD;
	if (SWITCH_I[14]) ms_value = 4'hE;
	if (SWITCH_I[15]) ms_value = 4'hF;
end
always_comb begin
	ls_value = 4'hF;
	if (SWITCH_I[14]) ls_value = 4'hE;
	if (SWITCH_I[13]) ls_value = 4'hD;
	if (SWITCH_I[12]) ls_value = 4'hC;
	if (SWITCH_I[11]) ls_value = 4'hB;
	if (SWITCH_I[10]) ls_value = 4'hA;
	if (SWITCH_I[9]) ls_value = 4'h9;
	if (SWITCH_I[8]) ls_value = 4'h8;
	if (SWITCH_I[7]) ls_value = 4'h7;
	if (SWITCH_I[6]) ls_value = 4'h6;
	if (SWITCH_I[5]) ls_value = 4'h5;
	if (SWITCH_I[4]) ls_value = 4'h4;
	if (SWITCH_I[3]) ls_value = 4'h3;
	if (SWITCH_I[2]) ls_value = 4'h2;
	if (SWITCH_I[1]) ls_value = 4'h1;
	if (SWITCH_I[0]) ls_value = 4'h0;
end
always_comb begin
	{value3, value2, value1, value0} = 16'd0;
	if (SWITCH_I[17]) begin 
		value0 = ls_value;
		if (SWITCH_I[16]) begin
			value0 = {3'b000, ls_value[0]};
			value1 = {3'b000, ls_value[1]};
			value2 = {3'b000, ls_value[2]};
			value3 = {3'b000, ls_value[3]};
		end
	end else begin 
		value0 = ms_value;
		if (SWITCH_I[16]) begin
			value0 = {3'b000, ms_value[0]};
			value1 = {3'b000, ms_value[1]};
			value2 = {3'b000, ms_value[2]};
			value3 = {3'b000, ms_value[3]};
		end
	end 
end
assign  SEVEN_SEGMENT_N_O[0] = ~|SWITCH_I[15:0] ? 7'h7f : value0_7_segment,
        SEVEN_SEGMENT_N_O[1] = ~|SWITCH_I[15:0] || ~SWITCH_I[16] ? 7'h7f : value1_7_segment,
        SEVEN_SEGMENT_N_O[2] = ~|SWITCH_I[15:0] || ~SWITCH_I[16]? 7'h7f : value2_7_segment,
        SEVEN_SEGMENT_N_O[3] = ~|SWITCH_I[15:0] || ~SWITCH_I[16]? 7'h7f : value3_7_segment,
        SEVEN_SEGMENT_N_O[4] = 7'h7f,
        SEVEN_SEGMENT_N_O[5] = 7'h7f,
        SEVEN_SEGMENT_N_O[6] = 7'h7f,
        SEVEN_SEGMENT_N_O[7] = 7'h7f;
assign LED_RED_O = SWITCH_I;
assign LED_GREEN_O = {5'h00, ms_value};	
endmodule
```
==> node_exporter_impl.prom <==
# HELP chip_impl_metric Flow report values
# TYPE chip_impl_metric gauge
chip_impl_info{name="setup.worst_path.start_class",value="input port"} 1
chip_impl_info{name="layout_top_cell_excl_fill_tap",value="sky130_fd_sc_hd__buf_4"} 1
chip_impl_metric{name="power_per_cell_area",unit="nW/um^2"} 131
chip_impl_metric{name="timing.fmax",unit="GHz"} 0.277
chip_impl_info{name="hold_path.class",value="input port to output port"} 1
chip_impl_metric{name="grt.total_usage",unit="%"} 11.0
chip_impl_info{name="setup_repair_after_global_routing_missed_its_margin",value="true"} 1
chip_impl_metric{name="final_max_slew_viol_count",unit=""} 0
chip_impl_metric{name="max-cap-violations",unit=""} 0
chip_impl_metric{name="drive_gt1_share",unit="%"} 54.0
chip_impl_info{name="layout.cells.most_common_list",value="sky130_fd_sc_hd__buf_4 (57), sky130_fd_sc_hd__conb_1 (36), sky130_fd_sc_hd__clkdlybuf4s50_1 (29)"} 1
chip_impl_metric{name="antenna_violations_before_repair",unit=""} 0
chip_impl_metric{name="row_count",unit=""} 26
chip_impl_metric{name="netlist_area",unit="um^2"} 1310
chip_impl_metric{name="dpl.hpwl",unit="mm"} 3.84
chip_impl_metric{name="first_global_vias",unit=""} 1617
chip_impl_metric{name="final_cells",unit=""} 357
chip_impl_metric{name="critPathArrivalTime",unit="ns"} 2.97
chip_impl_metric{name="critPathMaxFanout",unit=""} 4
chip_impl_metric{name="firstDrtPassIters",unit=""} 4
chip_impl_metric{name="clock_buffer_count",unit=""} 0
chip_impl_metric{name="die_height",unit="um"} 92
chip_impl_metric{name="route.detailed.wl_per_inst",unit="um"} 15.1
chip_impl_metric{name="cp.required",unit="ns"} 2.56
chip_impl_metric{name="yosys-stat-area",unit="um^2"} 1310
chip_impl_info{name="crit_type",value="input port to output port"} 1
chip_impl_metric{name="period_needed",unit="ns"} 3.61
chip_impl_metric{name="min_delay_path_depth",unit=""} 2
chip_impl_info{name="violated_checks",value="negative setup slack"} 1
chip_impl_info{name="worst_path_most_repeated_cell",value="sky130_fd_sc_hd__buf_6"} 1
chip_impl_metric{name="core_area",unit="um^2"} 5070
chip_impl_metric{name="design.portCount",unit=""} 101
chip_impl_metric{name="setup_viol",unit=""} 7
chip_impl_metric{name="ys_seq_share",unit="%"} 0
chip_impl_metric{name="area.combinational",unit="um^2"} 1180
chip_impl_metric{name="numPlacedInstances",unit=""} 331
chip_impl_metric{name="flow.area_growth_from_synthesis",unit="%"} 95.7
chip_impl_info{name="worst_setup_path_end_kind",value="output port"} 1
chip_impl_metric{name="area.sequential",unit="um^2"} 0
chip_impl_metric{name="n_fill_cell",unit=""} 465
chip_impl_metric{name="numSequentialCells",unit=""} 0
chip_impl_metric{name="syn_area_per_cell",unit="um^2"} 7.12
chip_impl_metric{name="p_leak",unit="nW"} 1.18
chip_impl_metric{name="grt_max_degree",unit=""} 16
chip_impl_metric{name="first_iter_violations",unit=""} 84
chip_impl_metric{name="drc",unit=""} 0
chip_impl_metric{name="yosys_warnings",unit=""} 0
chip_impl_metric{name="cell_count_in_the_yosys_report",unit=""} 184
chip_impl_metric{name="initCoreUtil",unit="%"} 25.8
chip_impl_metric{name="fp.dieW",unit="um"} 92
chip_impl_metric{name="viasPerCell",unit=""} 4.38
chip_impl_metric{name="grt_remaining_overflow",unit=""} 0
chip_impl_metric{name="wirelength",unit="mm"} 5.38
chip_impl_metric{name="hold_slack",unit="ns"} 1.78
chip_impl_metric{name="synth.distinct_cells",unit=""} 50
chip_impl_metric{name="floorplan.die_area",unit="um^2"} 8460
chip_impl_info{name="worstPathCellList",value="buf_8 > buf_6 > o31a_1 > or4_4 > a31oi_4 > inv_2 > ha_4 > buf_6 > a2111oi_4 > a41o_1 > a21oi_2 > clkbuf_2"} 1
chip_impl_metric{name="hold_viol_final",unit=""} 0
chip_impl_metric{name="grt_pass1_wl",unit="mm"} 8.07
chip_impl_info{name="critical_path.slowest_cell",value="sky130_fd_sc_hd__or4_4"} 1
chip_impl_metric{name="antenna_cells",unit=""} 0
chip_impl_metric{name="ant_nets",unit=""} 0
chip_impl_info{name="status",value="finished, violations left"} 1
chip_impl_metric{name="route.vias.total",unit=""} 1562
chip_impl_metric{name="input_output_buffers",unit=""} 65
chip_impl_metric{name="vdd_ir_drop_max",unit="uV"} 44.0
chip_impl_metric{name="stage_log_warnings",unit=""} 39
chip_impl_metric{name="post-route-worst-setup-slack",unit="ns"} -0.407
chip_impl_metric{name="synthCells",unit=""} 184
chip_impl_metric{name="critical-path-max-stage-delay",unit="ns"} 0.55
chip_impl_metric{name="globalplace.congestion",unit=""} 0.940
chip_impl_metric{name="layout_worst_path_cycle_share",unit="%"} 113
through the flow:
step	TNS [ns]	cell area [um^2]	total power, mW	setup WS, ns	utilization (%)
final	-1.87	2560	0.337	-0.407	50.5
after global routing	-2.45	2560	0.366	-0.495	50.5
after CTS	-1.32	2400	0.306	-0.369	47.3
after detailed placement	-13.14	2020	0.253	-1.03	39.7
after global placement	-12.94	2020	0.253	-1.03	39.7
after floorplan	0	1450	0.135	0.0152	-
worst max-delay path: cells and delay by family:
kind | cells | cell delay (ns)
AND-OR/OR-AND | 5 | 1.07
AND/OR/NAND/NOR | 1 | 0.55
adder cells (fa/ha/maj) | 1 | 0.18
buffers and inverters | 5 | 0.53
timing repair:
item / 4_1_cts / 5_1_grt
gates resized: 138 / 37
pin swaps: 36 / 24
setup buffers: 22 / 9
endpoints found under the setup margin: 28 / 19
hold buffers: 0 / 0
final cells by class:
cell class,count,area share (%)
well taps,70,3.42
inverters,12,1.76
multi-input cells,134,46.2
repair buffers,141,48.7
final timing paths:
check                   start  slack [ns]                    to
hold / removal    SWITCH_I[5]        1.78          LED_RED_O[5]
setup / recovery  SWITCH_I[5]       -0.41  SEVEN_SEGMENT_N_O[3]
cell usage after synthesis (2+ instances only):
master / count / share of area (%)
sky130_fd_sc_hd__a2111oi_0: 2 / 1.3
sky130_fd_sc_hd__a211o_1: 3 / 2.0
sky130_fd_sc_hd__a21oi_1: 10 / 3.8
sky130_fd_sc_hd__a221oi_1: 2 / 1.3
sky130_fd_sc_hd__buf_4: 68 / 39
sky130_fd_sc_hd__buf_6: 2 / 1.7
sky130_fd_sc_hd__conb_1: 2 / 0.57
sky130_fd_sc_hd__ha_1: 6 / 5.7
sky130_fd_sc_hd__inv_1: 12 / 3.4
sky130_fd_sc_hd__nand2_1: 6 / 1.7
sky130_fd_sc_hd__nand2b_1: 5 / 2.4
sky130_fd_sc_hd__nand3_1: 2 / 0.76
sky130_fd_sc_hd__nor2_1: 13 / 3.7
sky130_fd_sc_hd__nor3_1: 3 / 1.1
sky130_fd_sc_hd__nor4_1: 2 / 0.95
sky130_fd_sc_hd__o211ai_1: 2 / 1.1
sky130_fd_sc_hd__o21a_1: 2 / 1.1
sky130_fd_sc_hd__o21ai_0: 4 / 1.5
sky130_fd_sc_hd__o21ai_1: 2 / 0.76
sky130_fd_sc_hd__o31ai_1: 2 / 1.1
sky130_fd_sc_hd__or2_1: 3 / 1.4
sky130_fd_sc_hd__or4_4: 3 / 2.6
power by group:
group	internal [mW]	switching [mW]
logic	0.197	0.140
registers	0	0
clock network	0	0
metal layers:
layer | vias to the layer above | share of wire [%] | track usage [%]
met5 | - | 0 | 0
met4 | 0 | 0 | 0
met3 | 0 | 6.7 | 2.88
met2 | 73 | 45 | 18.2
met1 | 733 | 48 | 15.0
li1 | 756 | - | -
kinds of logic (layout without fill, tap and decap cells):
| logic type | count (synthesis) | after routing | synth area share [%] |
|---|---|---|---|
| and+or+nand+nor | 47 | 47 | 21.6 |
| adders and majority gates | 6 | 6 | 5.73 |
| AOI/OAI and AO/OA | 45 | 45 | 27.1 |
| buffers and inverters | 84 | 153 | 45.0 |
| other | 2 | 36 | 0.573 |
Power is estimated from default activity; no workload was simulated.
