`/design/flow/constraint.sdc`:
```
current_design exercise2

set clk_period 5.5
set clk_io_pct 0.2

create_clock -name clk0 -period $clk_period [get_ports {CLOCK_50_I}]

set non_clock_inputs [all_inputs -no_clocks]
set_input_delay [expr $clk_period * $clk_io_pct] -clock clk0 $non_clock_inputs
set_output_delay [expr $clk_period * $clk_io_pct] -clock clk0 [all_outputs]
```
`/design/flow/design.v`:
```
`timescale 1ns/100ps
`default_nettype none
module convert_hex_to_seven_segment (
	input logic [3:0] hex_value,
	output logic [6:0] converted_value
);
always_comb begin
	case(hex_value)
		4'h1: converted_value = 7'b1111001;
		4'h2: converted_value = 7'b0100100;
		4'h3: converted_value = 7'b0110000;
		4'h4: converted_value = 7'b0011001;
		4'h5: converted_value = 7'b0010010;
		4'h6: converted_value = 7'b0000010;
		4'h7: converted_value = 7'b1111000;
		4'h8: converted_value = 7'b0000000;
		4'h9: converted_value = 7'b0011000;
		4'ha: converted_value = 7'b0001000;
		4'hb: converted_value = 7'b0000011;
		4'hc: converted_value = 7'b1000110;
		4'hd: converted_value = 7'b0100001;
		4'he: converted_value = 7'b0000110;
		4'hf: converted_value = 7'b0001110;
		4'h0: converted_value = 7'b1000000;
	endcase
end
endmodule
`timescale 1ns/100ps
`default_nettype none
module exercise2 (
		input logic CLOCK_50_I,                    
		input logic[3:0] PUSH_BUTTON_I,            
		input logic[17:0] SWITCH_I,                
		output logic[6:0] SEVEN_SEGMENT_N_O[7:0],  
		output logic[8:0] LED_GREEN_O              
);
logic resetn;
logic [15:0] clock_div_count;
logic clock_1kHz, clock_1kHz_buf;
logic [24:0] clock_1Hz_div_count;
logic clock_1Hz, clock_1Hz_buf;
logic [9:0] debounce_shift_reg [3:0];
logic [3:0] push_button_status, push_button_status_buf;
logic [3:0] led_green;
logic [7:0] counter;
logic [6:0] value_7_segment0, value_7_segment1;
logic stop_count;
logic direction;
assign resetn = ~SWITCH_I[17];
always_ff @ (posedge CLOCK_50_I or negedge resetn) begin
	if (resetn == 1'b0) begin
		clock_div_count <= 16'h0000000;
	end else begin
		if (clock_div_count < 'd24999) begin
			clock_div_count <= clock_div_count + 16'd1;
		end else 
			clock_div_count <= 16'h0000;		
	end
end
always_ff @ (posedge CLOCK_50_I or negedge resetn) begin
	if (resetn == 1'b0) begin
		clock_1kHz <= 1'b1;
	end else begin
		if (clock_div_count == 'd0) clock_1kHz <= ~clock_1kHz;
	end
end
always_ff @ (posedge CLOCK_50_I or negedge resetn) begin
	if (resetn == 1'b0) begin
		clock_1kHz_buf <= 1'b1;	
	end else begin
		clock_1kHz_buf <= clock_1kHz;
	end
end
always_ff @ (posedge CLOCK_50_I or negedge resetn) begin
	if (resetn == 1'b0) begin
		clock_1Hz_div_count <= 25'h0000000;
	end else begin
		if (clock_1Hz_div_count < 'd24999999) begin
			clock_1Hz_div_count <= clock_1Hz_div_count + 25'd1;
		end else 
			clock_1Hz_div_count <= 25'h0000;		
	end
end
always_ff @ (posedge CLOCK_50_I or negedge resetn) begin
	if (resetn == 1'b0) begin
		clock_1Hz <= 1'b1;
	end else begin
		if (clock_1Hz_div_count == 'd0) clock_1Hz <= ~clock_1Hz;
	end
end
always_ff @ (posedge CLOCK_50_I or negedge resetn) begin
	if (resetn == 1'b0) begin
		clock_1Hz_buf <= 1'b1;	
	end else begin
		clock_1Hz_buf <= clock_1Hz;
	end
end
always_ff @ (posedge CLOCK_50_I or negedge resetn) begin
	if (resetn == 1'b0) begin
		debounce_shift_reg[0] <= 10'd0;
		debounce_shift_reg[1] <= 10'd0;
		debounce_shift_reg[2] <= 10'd0;
		debounce_shift_reg[3] <= 10'd0;						
	end else begin
		if (clock_1kHz_buf == 1'b0 && clock_1kHz == 1'b1) begin
			debounce_shift_reg[0] <= {debounce_shift_reg[0][8:0], ~PUSH_BUTTON_I[0]};
			debounce_shift_reg[1] <= {debounce_shift_reg[1][8:0], ~PUSH_BUTTON_I[1]};
			debounce_shift_reg[2] <= {debounce_shift_reg[2][8:0], ~PUSH_BUTTON_I[2]};
			debounce_shift_reg[3] <= {debounce_shift_reg[3][8:0], ~PUSH_BUTTON_I[3]};									
		end
	end
end
always_ff @ (posedge CLOCK_50_I or negedge resetn) begin
	if (resetn == 1'b0) begin
		push_button_status <= 4'h0;
		push_button_status_buf <= 4'h0;
	end else begin
		push_button_status_buf <= push_button_status;
		push_button_status[0] <= |debounce_shift_reg[0];
		push_button_status[1] <= |debounce_shift_reg[1];
		push_button_status[2] <= |debounce_shift_reg[2];
		push_button_status[3] <= |debounce_shift_reg[3];						
	end
end
always_ff @ (posedge CLOCK_50_I or negedge resetn) begin
	if (resetn == 1'b0) begin
		led_green <= 4'h0;
		stop_count <= 1'b0;
		direction <= 1'b0;
	end else begin
		if (((counter[7:4] == 4'd5) && (counter[3:0] == 4'd9) && (direction == 1'b0)) ||
			((counter[7:4] == 4'd0) && (counter[3:0] == 4'd0) && (direction == 1'b1)))
			stop_count <= 1'b1;
		if (push_button_status_buf[0] == 1'b0 && push_button_status[0] == 1'b1) begin
			led_green[0] <= ~led_green[0];		
			stop_count <= ~stop_count;
			if ((counter[7:4] == 4'd5) && (counter[3:0] == 4'd9) && (direction == 1'b0))
				direction <= 1'b1;
			if ((counter[7:4] == 4'd0) && (counter[3:0] == 4'd0) && (direction == 1'b1))
				direction <= 1'b0;
		end
		if (push_button_status_buf[1] == 1'b0 && push_button_status[1] == 1'b1) begin
			led_green[1] <= ~led_green[1];
			if (!(((counter[7:4] == 4'd5) && (counter[3:0] == 4'd9)) ||
				((counter[7:4] == 4'd0) && (counter[3:0] == 4'd0))))
				direction <= 1'b0;
		end
		if (push_button_status_buf[2] == 1'b0 && push_button_status[2] == 1'b1) begin
			led_green[2] <= ~led_green[2];		
			if (!(((counter[7:4] == 4'd5) && (counter[3:0] == 4'd9)) ||
				((counter[7:4] == 4'd0) && (counter[3:0] == 4'd0))))
				direction <= 1'b1;
		end
		if (push_button_status_buf[3] == 1'b0 && push_button_status[3] == 1'b1) 
			led_green[3] <= ~led_green[3];
	end
end
always_ff @ (posedge CLOCK_50_I or negedge resetn) begin
	if (resetn == 1'b0) begin
		counter <= 8'h00;
	end else begin
		if (clock_1Hz_buf == 1'b0 && clock_1Hz == 1'b1) begin
			if (stop_count == 1'b0) begin
				if (direction == 1'b0) begin
					counter[3:0] <= counter[3:0] + 4'd1;
					if (counter[3:0] == 4'd9) begin
						counter[3:0] <= 4'd0;
						counter[7:4] <= counter[7:4] + 4'd1;
						if (counter[7:4] == 4'd5) begin
							counter[7:4] <= 4'd0;
						end
					end
				end else begin
					counter[3:0] <= counter[3:0] - 4'd1;
					if (counter[3:0] == 4'd0) begin
						counter[3:0] <= 4'd9;
						counter[7:4] <= counter[7:4] - 4'd1;
						if (counter[7:4] == 4'd0) begin
							counter[7:4] <= 4'd5;
						end
					end
				end
			end
		end
	end
end
convert_hex_to_seven_segment unit0 (
	.hex_value(counter[3:0]), 
	.converted_value(value_7_segment0)
);
convert_hex_to_seven_segment unit1 (
	.hex_value(counter[7:4]), 
	.converted_value(value_7_segment1)
);
assign	SEVEN_SEGMENT_N_O[0] = value_7_segment0,
		SEVEN_SEGMENT_N_O[1] = value_7_segment1,
		SEVEN_SEGMENT_N_O[2] = 7'h7f,
		SEVEN_SEGMENT_N_O[3] = 7'h7f,
		SEVEN_SEGMENT_N_O[4] = 7'h7f,
		SEVEN_SEGMENT_N_O[5] = 7'h7f,
		SEVEN_SEGMENT_N_O[6] = 7'h7f,
		SEVEN_SEGMENT_N_O[7] = 7'h7f;
assign LED_GREEN_O = {1'b0, 
						~PUSH_BUTTON_I[3], led_green[3], 
						~PUSH_BUTTON_I[2], led_green[2], 
						~PUSH_BUTTON_I[1], led_green[1], 
						~PUSH_BUTTON_I[0], led_green[0]};
endmodule
```
`/design/flow/run.sh`:
```
#!/bin/bash
# OpenROAD 26Q1-2900-gdf79404cd8, Yosys 0.63+post, stock flow scripts
make -C /OpenROAD-flow-scripts/flow DESIGN_CONFIG=/design/flow/config.mk WORK_HOME=/design/flow/orfs finish
```
`/design/flow/config.mk`:
```
export PLATFORM = sky130hd
export DESIGN_NAME = exercise2
export DESIGN_NICKNAME = exercise2
export VERILOG_FILES = /design/flow/design.v
export SDC_FILE = /design/flow/constraint.sdc
export NUM_CORES = 4
export LEC_CHECK = 1
export CORE_UTILIZATION = 50
export SYNTH_HDL_FRONTEND = slang
```
==> impl_metrics.env <==
# flow metrics
export IMPL_grt_overflow_total=0
export IMPL_fillers=974
export IMPL_port_buffers=27
export IMPL_grt_pass1_vias=3702
export IMPL_antenna_found_initial=0
export IMPL_drv_cap=0
export IMPL_async_flop_share=1.000
export IMPL_cts_max_path_buffers=2
export IMPL_die_w_um=110.6
export IMPL_final_util=0.5565
export IMPL_grt_max_degree=57
export IMPL_fin_setup_tns_ns=0
export IMPL_holdWs_ns=0.3713
export IMPL_setup_viol_count_final=0
export IMPL_syn_area_mm2=0.005901
export IMPL_end_kind="primary output"
export IMPL_diodes=0
export IMPL_die_h_um=110.6
export IMPL_cts_tree="built"
export IMPL_p_per_area_mw_per_mm2=350.8
export IMPL_syn_area_per_cell_um2=10.23
export IMPL_slew_viol_final=0
export IMPL_finalPower_mw=2.238
export IMPL_hold_depth=0
export IMPL_wirelength_um=9809
export IMPL_clk_pin_slew_worst_paths_ns=0.07
export IMPL_worstSkewPairLatency_ns=0.35
export IMPL_ir_worst_vdd_v=0.0002707
export IMPL_post_route_period_util=0.6492
export IMPL_hold_buffers=0
export IMPL_path_max_fanout=9
export IMPL_wl_per_cell_um=13.33
export IMPL_post_cts_setup_buffers=0
export IMPL_vias=4045
export IMPL_track_usage=0.1739
export IMPL_largest_reg_flops=40
export IMPL_worstHoldStart="push_button_status[0]$_DFF_PP0_"
export IMPL_cts_max_level=3
export IMPL_ys_seq_elements=107
export IMPL_drt_pass1_iterations=6
export IMPL_status="finished, final reports clean"
export IMPL_enable_flop_cells=0
export IMPL_ctsResizeCount=0
export IMPL_dp_hpwl_um=6336
export IMPL_syn_to_final_growth_pct=8.142
export IMPL_drc=0
export IMPL_clockRootBuffer="clkbuf_16"
export IMPL_ys_flop_type="dfrtp_1"
export IMPL_cp_data_arrival_time_ns=2.47
export IMPL_clock_skew_ns=0.006377
export IMPL_synth_cells=577
export IMPL_p_leak_nw=2.673
export IMPL_layout_setup_ws_ns=1.929
export IMPL_tool_warnings=51
export IMPL_drtIter0Drc=207
export IMPL_dieArea_mm2=0.01224
export IMPL_slew_headroom=0.4615
export IMPL_crit_path_start_kind="flop"
export IMPL_gp_congestion=0.8685
export IMPL_max_freq_mhz=280.1
export IMPL_regToRegEndpoint="direction$_DFF_PP0_"
export IMPL_rows=39
export IMPL_grt_pass1_wl_um=17420
export IMPL_drive_gt1_frac=0.1265
export IMPL_floorplan_core_util=0.5146
export IMPL_tightest_slew_ns=0.8061
export IMPL_vias_per_cell=5.496
export IMPL_netlist_cell_type_count=64
export IMPL_timing_hold_violations_final=0
export IMPL_critPathKind="reg -> out"
export IMPL_yosys_area_mm2=0.005901
export IMPL_ys_seq_share=0.4546
export IMPL_reg2reg_slack_ns=3.41
export IMPL_ys_cells=577
export IMPL_min_to="push_button_status_buf[0]$_DFF_PP0_"
export IMPL_cts_sinks=107
export IMPL_ff2ff_path_depth=6
export IMPL_min_period_ns=3.571
export IMPL_cp_data_required_time_ns=4.40
export IMPL_coreArea_mm2=0.01147
export IMPL_cts_buffers=9
export IMPL_ant_nets=0
export IMPL_rr_startpoint="counter[4]$_DFFE_PP0P_"
export IMPL_place_ws_ns=2.312
export IMPL_num_io_pins=88
export IMPL_rsz0062_at_grt="false"
export IMPL_hp_class="reg -> reg"
export IMPL_ys_warn_count=0
==> cell families after synthesis <==
kind of cell | count (synthesis) | share of synthesized area
AND/OR/NAND/NOR | 159 | 0.1588
AND-OR/OR-AND | 125 | 0.1361
flip-flops | 107 | 0.4546
buffers and inverters | 97 | 0.09393
multiplexers | 43 | 0.08100
XOR/XNOR | 30 | 0.04453
adder cells (fa/ha/maj) | 14 | 0.02969
other | 2 | 0.001273
==> how the worst max path moves through the flow <==
| stage | from | end | cells past startpoint |
|---|---|---|---|
| after global routing | counter[0]$_DFFE_PP0P_ | SEVEN_SEGMENT_N_O[0] | 6 |
| final | counter[0]$_DFFE_PP0P_ | SEVEN_SEGMENT_N_O[0] | 6 |
| after CTS | counter[0]$_DFFE_PP0P_ | SEVEN_SEGMENT_N_O[0] | 6 |
==> routing by layer <==
layer / vias up / share of wire / global-route usage / wire length [um]
met3: 10 / 0.030 / 0.02742 / 299
li1: 2022 / - / - / -
met2: 65 / 0.45 / 0.2505 / 4398
met1: 1948 / 0.51 / 0.3009 / 4969
met5: - / 0 / 0 / 0
met4: 0 / 0.014 / 0.02044 / 142
==> per-stage QoR <==
stage / std cells / cell area (um2)
finish: 736 / 6381
global route: 736 / 6381
CTS: 736 / 6381
detailed placement: 720 / 6086
global placement: 720 / 6086
floorplan: 619 / 6058
==> where the power goes <==
part	internal, mW	switching (mW)
combinational	0.289	0.170
sequential	0.987	0.153
clock	0.357	0.282
==> layout make-up <==
cell class | instances | area [um2] | area share
Sequential cell | 107 | 2683 | 0.4204
Multi-Input combinational cell | 415 | 2824 | 0.4425
Tap cell | 143 | 178.9 | 0.02804
Inverter | 22 | 85.08 | 0.01333
Clock inverter | 5 | 62.56 | 0.009804
Timing Repair Buffer | 33 | 315.3 | 0.04941
Clock buffer | 11 | 232.7 | 0.03647
==> synth_stat cells, types with 3 or more instances <==
library cell    n  area (um2)
o21ai_0        28       140.1
inv_1          22       82.58
or3_1           5       31.28
buf_1           5       18.77
nand2b_1        4       25.02
mux2_2         38       427.9
nor4_1         16       100.1
ha_1           14       175.2
a32o_1          4       40.04
a31oi_1         6       37.54
and4_1          4       35.03
buf_2           5       25.02
or4_1           7       52.55
nand3b_1        7       52.55
nor2_1         26       97.59
nor3_1          5       25.02
nor3b_1         3       22.52
a21boi_0        4       30.03
xnor2_1        13       113.9
nand2_1        26       97.59
nand3_1        19       95.09
a21oi_1        38       190.2
a22oi_1         9       67.56
dfstp_2         4       105.1
clkbuf_1       18       67.56
nand4_1        11       68.82
buf_4          45       337.8
a211o_1         3       26.28
o31ai_1         7       52.55
a22o_1          3       26.28
nor2b_1         4       25.02
o211ai_1        4       30.03
mux2i_1         5       50.05
xor2_1         17       148.9
dfrtp_1       103        2577
and3_1          4       25.02
==> worst max-delay path: stages, from the launching register on <==
cell	delay, ns
dfrtp_1	0.48
inv_1	0.17
ha_1	0.34
nor2_1	0.09
or3b_2	0.48
o21ai_0	0.09
clkdlybuf4s50_1	0.48
==> layout by cell type (no fill, tap or decap), types with 3 or more instances in the layout <==
cell type and instances:
nor3_1 5, a22oi_1 9, nor4_1 16, a21boi_0 4, clkbuf_16 9, clkdlybuf4s50_1 27
ha_1 14, buf_4 6, or4_1 7, a32o_1 4, nor3b_1 3, dfrtp_1 103
and4_1 4, dfstp_2 4, a211o_1 3, mux2i_1 5, nor2_1 26, or3_1 5
nand2b_1 3, o21ai_0 28, a22o_1 3, and3_1 4, conb_1 44, nand3b_1 7
o211ai_1 4, inv_1 21, nor2b_1 4, o31ai_1 7, a31oi_1 6, nand3_1 19
nand2_1 26, xor2_1 17, a21oi_1 38, xnor2_1 13, nand4_1 11, mux2_2 38
No activity file was given, so power comes from the tool's default toggle rates.
